`./run.sh`:
```
#!/bin/bash
# OpenROAD 26Q1-2900-gdf79404cd8, Yosys 0.63+post, stock flow scripts
make -C /OpenROAD-flow-scripts/flow DESIGN_CONFIG=/design/flow/config.mk WORK_HOME=/design/flow/orfs finish
```
`./config.mk`:
```
export PLATFORM = sky130hd
export DESIGN_NAME = edge_detection_top
export DESIGN_NICKNAME = edge_detection_top
export VERILOG_FILES = /design/flow/design.v
export SDC_FILE = /design/flow/constraint.sdc
export NUM_CORES = 4
export LEC_CHECK = 1
export CORE_UTILIZATION = 50
export SYNTH_HDL_FRONTEND = slang
```
`./constraint.sdc`:
```
current_design edge_detection_top

set clk_period 9.0
set clk_io_pct 0.2

create_clock -name clk0 -period $clk_period [get_ports {clk}]

set non_clock_inputs [all_inputs -no_clocks]
set_input_delay [expr $clk_period * $clk_io_pct] -clock clk0 $non_clock_inputs
set_output_delay [expr $clk_period * $clk_io_pct] -clock clk0 [all_outputs]
```
`./design.v`:
```
module edge_detection_top #(
    parameter IMAGE_WIDTH = 128
)(
    input  wire        clk,
    input  wire        reset,
    input  wire [7:0]  image_data,
    input  wire        data_valid,
    output wire [7:0]  edge_output,
    output wire        edge_valid
);
    wire [7:0] sobel_window [0:8];
    wire       window_valid_sig;
    image_buffer #(
        .IMAGE_WIDTH(IMAGE_WIDTH)
    ) image_buffer_inst (
        .clk(clk),
        .reset(reset),
        .pixel_in(image_data),
        .pixel_valid(data_valid),
        .pixel_window(sobel_window),
        .window_valid(window_valid_sig)
    );
    sobel_core sobel_core_inst (
        .clk(clk),
        .reset(reset),
        .pixel_window(sobel_window),
        .window_valid(window_valid_sig),
        .edge_magnitude(edge_output),
        .magnitude_valid(edge_valid)
    );
endmodule
module image_buffer #(
    parameter IMAGE_WIDTH = 128
)(
    input  wire        clk,
    input  wire        reset,
    input  wire [7:0]  pixel_in,
    input  wire        pixel_valid,
    output wire [7:0]  pixel_window [0:8],  
    output wire        window_valid
);
    reg [7:0] line_buffer_1 [IMAGE_WIDTH-1:0];
    reg [7:0] line_buffer_2 [IMAGE_WIDTH-1:0];
    reg [7:0] row_sr [2:0];
    reg [15:0] x_count, y_count;
    reg window_valid_reg;
    assign pixel_window[0] = line_buffer_2[x_count-2];
    assign pixel_window[1] = line_buffer_2[x_count-1];
    assign pixel_window[2] = line_buffer_2[x_count];
    assign pixel_window[3] = line_buffer_1[x_count-2];
    assign pixel_window[4] = line_buffer_1[x_count-1];
    assign pixel_window[5] = line_buffer_1[x_count];
    assign pixel_window[6] = row_sr[2];
    assign pixel_window[7] = row_sr[1];
    assign pixel_window[8] = row_sr[0];
    assign window_valid = window_valid_reg;
    always @(posedge clk or posedge reset) begin
        if (reset) begin
            x_count <= 0;
            y_count <= 0;
            window_valid_reg <= 1'b0;
            for (integer i=0; i<IMAGE_WIDTH; i=i+1) begin
                line_buffer_1[i] <= 8'h00;
                line_buffer_2[i] <= 8'h00;
            end
            row_sr[0] <= 8'h00;
            row_sr[1] <= 8'h00;
            row_sr[2] <= 8'h00;
        end else if (pixel_valid) begin
            row_sr[2] <= row_sr[1];
            row_sr[1] <= row_sr[0];
            row_sr[0] <= pixel_in;
            x_count <= x_count + 1;
            if (x_count == IMAGE_WIDTH - 1) begin
                x_count <= 0;
                y_count <= y_count + 1;
                for (integer i=0; i<IMAGE_WIDTH; i=i+1) begin
                    line_buffer_2[i] <= line_buffer_1[i];
                    line_buffer_1[i] <= row_sr[0];
                end
            end
            if (y_count >= 2 && x_count >= 2) begin
                window_valid_reg <= 1'b1;
            end else begin
                window_valid_reg <= 1'b0;
            end
        end else begin
            window_valid_reg <= 1'b0;
        end
    end
endmodule
module sobel_core (
    input  wire        clk,
    input  wire        reset,
    input  wire [7:0]  pixel_window [0:8],
    input  wire        window_valid,
    output reg  [7:0]  edge_magnitude,
    output reg         magnitude_valid
);
    wire signed [15:0] Gx, Gy;
    wire signed [15:0] Gx_abs, Gy_abs;
    assign Gx = ( $signed(pixel_window[2]) + 
                 ($signed(pixel_window[5]) * 2) + 
                  $signed(pixel_window[8]) ) -
                ( $signed(pixel_window[0]) + 
                 ($signed(pixel_window[3]) * 2) + 
                  $signed(pixel_window[6]) );
    assign Gy = ( $signed(pixel_window[6]) + 
                 ($signed(pixel_window[7]) * 2) + 
                  $signed(pixel_window[8]) ) -
                ( $signed(pixel_window[0]) + 
                 ($signed(pixel_window[1]) * 2) + 
                  $signed(pixel_window[2]) );
    assign Gx_abs = (Gx < 0) ? -Gx : Gx;
    assign Gy_abs = (Gy < 0) ? -Gy : Gy;
    always @(posedge clk or posedge reset) begin
        if (reset) begin
            edge_magnitude <= 8'h00;
            magnitude_valid <= 1'b0;
        end else begin
            if (window_valid) begin
                if ((Gx_abs + Gy_abs) > 255) begin
                    edge_magnitude <= 8'hff;
                end else begin
                    edge_magnitude <= (Gx_abs + Gy_abs);
                end
                magnitude_valid <= 1'b1;
            end else begin
                magnitude_valid <= 1'b0;
            end
        end
    end
endmodule
```
==> summary.txt <==
Notes from the flow run.

Synth:
- The run gives the post-synthesis simple-gate area fraction as 0.1519.
- Yosys stat counts 768 cells in the synthesized netlist.
- The run gives the number of instances in the synthesized netlist as about 770.
- The synthesis report gives the async set-or-reset register share as 1.000.
- The run puts the fraction of the mapped netlist area in compound gates at 0.1413.
- For reference, the top logic cell family by area is adder cells.
- The run gives the fraction of synthesized area in multiplexers as 0.04150.
- The run gives the post-synthesis chip area from yosys as 7084 um^2.
- The run gives the synthesized flop and latch total as 82.
- The run puts the count of cell types in the netlist at 64.
- The run gives the sequential area share after synthesis as 0.2897.
- The run gives the number of synthesized flops with an enable pin as 0.
- The run gives the area fraction in full adders, half adders and majority gates as 0.2073.
- The run gives the mapped cell area as 7084 um^2.
- Per the synth stats, the flop cell with the highest instance count is sky130_fd_sc_hd__dfrtp_1.
- The run gives the xor and xnor area share after synthesis as 0.1174.
- The run gives the mean post-synth cell area as 9.224 um^2.
- The run puts the number of warning messages in the yosys log at 0.

Final layout:
- The run puts the fraction of layout cells with a size suffix above 1 at 0.07683.
- Between the synthesized netlist and the finished layout, the area growth was recorded as 9.943%.
- The register with the most flip-flops in the layout has 24 of them.

Worst setup path:
- The run puts the maximum fanout encountered on the critical timing path at 8.
- The run gives the dominant cell type by count on the critical path as sky130_fd_sc_hd__ha_1.
- The run gives the beginning of the worst register-to-register path as image_buffer_inst.pixel_window[1]$_DFFE_PP0P_.
- The run gives the start point of the critical path as image_buffer_inst.pixel_window[1]$_DFFE_PP0P_.
- The data required time reported for the critical path is 9.20 ns.
- The run puts the biggest cell delay along the critical path at 0.66 ns.
- The run gives the nature of the critical path endpoint as a flip-flop.
- The timing report notes that buffer and inverter cells on the critical path total 2.
- The run gives the slowest cell on the critical path as sky130_fd_sc_hd__a311oi_1.
- Among cell families on the critical path, the largest total delay comes from AND-OR/OR-AND gates.
- The run gives the data arrival time of the worst path as 7.11 ns.
- The critical path is of the flip-flop to flip-flop type.
- The run gives the kind of start point of the critical path as a flip-flop.

Clock tree:
- The run gives the latest clock arrival within the worst-skew pair as roughly 0.34 ns.
- The run puts the number of buffers added by the clock tree synthesis step at 9.
- The registers of the reported paths see a clock transition of 0.06 ns.
- The run gives the maximum number of buffers from clock root to sink as 2.
- In this run the post-CTS setup repair buffer count came out at 0.
- For this design, the CTS-stage hold fixing added 0 buffers.
- The number of gates resized after CTS was 0.
- TritonCTS built the clock tree.
- Looking at the clock tree report, the root buffer type is sky130_fd_sc_hd__clkbuf_16.
- The run puts the number of H-tree levels at 3.
- For this design, the sink count on the clock tree is 82.

Routing:
- In this run the remaining antenna-violating nets after routing total 0.
- The run gives the detailed-route DRC error count as 0.
- The run gives the count of TritonRoute iterations in the first routing pass as 5.
- The run gives the post-detailed-routing wire length as between 10,000 and 15,000 um.
- Detailed routing inserted a total of 5,131 vias.
- The final antenna diode tally reported by the flow is 0.
- The run puts the number of DRC markers in iteration 0 at between 200 and 300.
- The run puts the routed wire length per instance at 14.49 um.
- The routed design shows a via density per instance of 5.268.

Worst hold path:
- The tightest min-delay check is of the flip-flop to flip-flop type.
- The startpoint identified for the worst hold timing path is image_buffer_inst.pixel_window[9]$_DFFE_PP0P_.

Global route:
- The run puts the initial antenna violation count at 0.
- The run puts the wire length of the first global-routing pass at about 25,000 um.
- Summed over all routing layers, the global router reports a total usage of 0.2223.
- The run gives the residual overflow from global routing as 0.
- The run gives the pin count of the biggest net entering global routing as 48.
- The run puts the via count of the first global-routing pass at 5,075.

Timing:
- Post-route period utilization is reported as 0.7676.
- Max-slew check failures listed in the final report amount to 0.
- The run puts the final critical delay including setup and external delays at 6.908 ns.
- The run gives the total negative slack as 0 ns.
- The flow reports an fmax of 0.1448 GHz.
- The run puts the transition time at the pin with the least slew margin at 0.8328 ns.
- The run gives the final hold violation count as 0.
- The run gives the setup skew after layout as 0.005578 ns.
- The run puts the total setup violations reported at the end of the flow at 0.
- Across all checked pins, the minimum headroom to the slew limit is 0.4411.
- Setup repair after global routing left no endpoint under its margin.
- The run gives the tightest hold margin as roughly 0.48 ns.

Floorplan:
- The run puts the height of the chip at between 100 and 150 um.
- The run puts the initial core utilization at 0.5124.
- The run gives the number of core rows as 43.
- Measured along the x axis, the die boundary spans between 100 and 150 um.
- The run puts the count of pins on the block boundary at 20.
- The run gives the area enclosed by the die boundary as 14,650 um^2.
- The run gives the area of the core as 13,830 um^2.

Placed design:
- The run puts the total half-perimeter wirelength after legalization and detailed placement at about 11,000 um.
- The run gives the weighted congestion at the end of routability-driven global placement as between 0.8 and 0.9.
- As logged by OpenROAD, the buffers inserted on ports number 19.

Run:
- The run gives the number of maximum-capacitance violations as 0.
- The run gives the total tool warning count as 28.

Outcome:
- The run finished with clean final reports.
==> layer usage <==
| layer | GRT usage | wire length [um] | up-vias |
|---|---|---|---|
| met5 | 0 | 0 | - |
| met4 | 0.01775 | 161 | 0 |
| met3 | 0.03647 | 448 | 12 |
| met2 | 0.3207 | 6144 | 65 |
| met1 | 0.3808 | 7357 | 2369 |
| li1 | - | - | 2685 |
==> logic make-up (layout without fill, tap and decap cells) <==
group / Yosys count / count (layout)
simple gates: 222 / 222
buf+inv: 89 / 113
compound gates: 152 / 152
other cells: 1 / 3
xor+xnor: 95 / 95
fa+ha+maj: 100 / 100
flops: 82 / 82
mux: 27 / 27
==> path summary, 6_finish.rpt <==
kind	slack (ns)	cells after the start	endpoint
max in group asynchronous	6.15	3	image_buffer_inst.line_buffer_1[1]$_DFFE_PP0P_
max	2.09	27	sobel_core_inst.edge_magnitude[1]$_DFFE_PP0P_
max reg2reg	2.09	27	sobel_core_inst.edge_magnitude[1]$_DFFE_PP0P_
min	0.48	2	image_buffer_inst.pixel_window[17]$_DFFE_PP0P_
min in group asynchronous	1.84	2	image_buffer_inst.y_count[5]$_DFFE_PP0P_
min reg2reg	0.48	2	image_buffer_inst.pixel_window[17]$_DFFE_PP0P_
==> metrics by stage <==
step	cells	cell area (um^2)	setup WS, ns	utilization
final	974	7789	2.092	0.5633
after global routing	974	7789	1.748	0.5633
after CTS	974	7789	2.203	0.5633
after detailed placement	958	7470	2.237	0.5402
after global placement	958	7470	2.227	0.5402
after floorplan	770	7092	2.909	-
==> cells in the final DEF, fill, tap and decap left out, drive strengths merged, types with 14 or more instances in the layout <==
cell	Yosys	layout
a21o	18	18
a21oi	40	40
clkdlybuf4s50	0	19
dfrtp	82	82
fa	29	29
ha	71	71
inv	73	73
mux2	19	19
nand2	72	72
nand4	14	14
nor2	59	59
nor3	23	23
o21ai	47	47
xnor2	58	58
xor2	37	37
==> worst min-delay path, delay by kind of cell, from the launching register on <==
family / cells / cell delay (ns)
flip-flops: 1 / 0.34
AND/OR/NAND/NOR: 1 / 0.05
AND-OR/OR-AND: 1 / 0.06
==> Yosys cell counts (3+ instances only) <==
cell | instances | area share
sky130_fd_sc_hd__a21oi_1 | 34 | 0.024
sky130_fd_sc_hd__xnor2_1 | 58 | 0.072
sky130_fd_sc_hd__mux2_2 | 19 | 0.030
sky130_fd_sc_hd__xor2_1 | 37 | 0.046
sky130_fd_sc_hd__o21bai_1 | 4 | 0.0042
sky130_fd_sc_hd__clkbuf_1 | 7 | 0.0037
sky130_fd_sc_hd__nor2_1 | 57 | 0.030
sky130_fd_sc_hd__nand2_1 | 72 | 0.038
sky130_fd_sc_hd__buf_2 | 3 | 0.0021
sky130_fd_sc_hd__nand3_1 | 9 | 0.0064
sky130_fd_sc_hd__a311oi_1 | 3 | 0.0037
sky130_fd_sc_hd__a31oi_1 | 7 | 0.0062
sky130_fd_sc_hd__dfrtp_1 | 82 | 0.29
sky130_fd_sc_hd__o21ai_0 | 44 | 0.031
sky130_fd_sc_hd__ha_1 | 71 | 0.13
sky130_fd_sc_hd__a21oi_2 | 6 | 0.0074
sky130_fd_sc_hd__o21a_1 | 4 | 0.0042
sky130_fd_sc_hd__nor3_1 | 20 | 0.014
sky130_fd_sc_hd__nor3_2 | 3 | 0.0042
sky130_fd_sc_hd__nand2b_1 | 8 | 0.0071
sky130_fd_sc_hd__nor4_1 | 8 | 0.0071
sky130_fd_sc_hd__nor2b_1 | 10 | 0.0088
sky130_fd_sc_hd__o211ai_1 | 3 | 0.0032
sky130_fd_sc_hd__mux2i_1 | 8 | 0.011
sky130_fd_sc_hd__inv_1 | 73 | 0.039
sky130_fd_sc_hd__a21o_1 | 18 | 0.019
sky130_fd_sc_hd__a211oi_1 | 3 | 0.0032
sky130_fd_sc_hd__fa_1 | 29 | 0.082
sky130_fd_sc_hd__a211o_1 | 4 | 0.0049
sky130_fd_sc_hd__and3_1 | 7 | 0.0062
sky130_fd_sc_hd__nand4_1 | 13 | 0.011
sky130_fd_sc_hd__or4_1 | 3 | 0.0032
sky130_fd_sc_hd__buf_1 | 3 | 0.0016
==> layout make-up <==
type	instances	area [um^2]
repair buffers	24	227.7
multi-input cells	599	4690
fillers	1183	6038
flip-flops and latches	82	2052
well taps	180	225.2
inverters	73	275.3
clock inverters	6	90.09
clock buffers	10	229.0
